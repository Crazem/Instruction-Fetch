===== design/flow/design.v =====
`timescale 1ns / 1ps
module fetch(
    input wire clk,
    input wire rst,
    input wire ex_mem_pc_src,
    input wire [31:0] ex_mem_npc,
    output wire [31:0] if_id_instr,
    output wire [31:0] if_id_npc
);
    wire [31:0] pc_out, pc_mux, next_pc, instr_data;
    mux m0(.a_true(ex_mem_npc), .b_false(next_pc), .sel(ex_mem_pc_src), .y(pc_mux));
    pc pc0(.clk(clk), .rst(rst), .pc_in(pc_mux), .pc_out(pc_out));
    incrementer in0(.pcin(pc_out), .pcout(next_pc)); 
    instrMem inMem0(.addr(pc_out), .data(instr_data));
    ifIdLatch ifIdLatch0(.clk(clk), .rst(rst), .pc_in(next_pc), .instr_in(instr_data),
                         .pc_out(if_id_npc), .instr_out(if_id_instr));
endmodule
module ifIdLatch(
    input wire clk,
    input wire rst,
    input wire [31:0] pc_in,
    input wire [31:0] instr_in,
    output reg [31:0] pc_out,
    output reg [31:0] instr_out
);
    always @(posedge clk) begin
        if (rst) begin
            pc_out <= 32'b0;
            instr_out <= 32'b0;
        end else begin
            pc_out <= pc_in;
            instr_out <= instr_in;
        end
    end
endmodule
module mux (
    input wire [31:0] a_true,
    input wire [31:0] b_false,
    input wire sel,
    output reg [31:0] y
);
    always @(*) begin
        if (sel)
            y = a_true;
        else
            y = b_false;
    end
endmodule
module pc (
    input wire clk,
    input wire rst,
    input wire [31:0] pc_in,
    output reg [31:0] pc_out
);
    always @(posedge clk) begin
        if (rst)
            pc_out <= 32'b0;
        else
            pc_out <= pc_in;
    end
endmodule
module incrementer (
    input wire [31:0] pcin,
    output wire [31:0] pcout
);
    assign pcout = pcin + 32'd4;
endmodule
module instrMem (
    input wire [31:0] addr,
    output reg [31:0] data
);
    reg [31:0] mem [0:31];
    initial begin
        mem[0]  = 32'hA00000AA;
        mem[1]  = 32'h10000011;
        mem[2]  = 32'h20000022;
        mem[3]  = 32'h30000033;
        mem[4]  = 32'h40000044;
        mem[5]  = 32'h50000055;
        mem[6]  = 32'h60000066;
        mem[7]  = 32'h70000077;
        mem[8]  = 32'h80000088;
        mem[9]  = 32'h90000099;
    end
    always @(*) begin
        data = mem[addr >> 2];
    end
endmodule

===== design/flow/config.mk =====
export PLATFORM = sky130hd
export DESIGN_NAME = fetch
export DESIGN_NICKNAME = fetch
export VERILOG_FILES = /design/flow/design.v
export SDC_FILE = /design/flow/constraint.sdc
export NUM_CORES = 4
export LEC_CHECK = 1
export CORE_UTILIZATION = 30

===== design/flow/run.sh =====
#!/bin/bash
# OpenROAD 26Q1-2900-gdf79404cd8, Yosys 0.63+post, stock flow scripts
make -C /OpenROAD-flow-scripts/flow DESIGN_CONFIG=/design/flow/config.mk WORK_HOME=/design/flow/orfs finish

===== design/flow/constraint.sdc =====
current_design fetch

set clk_period 5.7
set clk_io_pct 0.2

create_clock -name clk0 -period $clk_period [get_ports {clk}]

set non_clock_inputs [all_inputs -no_clocks]
set_input_delay [expr $clk_period * $clk_io_pct] -clock clk0 $non_clock_inputs
set_output_delay [expr $clk_period * $clk_io_pct] -clock clk0 [all_outputs]

==> impl_metrics.json <==
{
  "status": "complete, no violations",
  "wirelength_um": 6250,
  "cts_max_level": 3,
  "worst_setup_path_end_kind": "flip-flop",
  "cts_buffers": 9,
  "path_class": "in2reg",
  "use_met1_pct": 21.0,
  "synth_flops": 68,
  "fmax_mhz": 355,
  "clk_pin_slew_ns": 0.07,
  "p_per_area_mw_per_mm2": 280,
  "finClkSkew_ns": 0.00635,
  "use_met3_pct": 3.17,
  "synth_cell_types": 39,
  "critPathMaxFanout": 50,
  "final_antenna_net_count": 0,
  "ioPinCount": 99,
  "netlist_area_mm2": 0.00292,
  "topCombFamilyByArea": "simple AND/OR/NAND/NOR gates",
  "worstMarginPinSlew_ns": 0.825,
  "synth_cells": 330,
  "first_pass_iters": 4,
  "total_power_mw": 1.08,
  "tns_ns": 0,
  "area_growth_pct": 32.6,
  "drive_gt1_share_pct": 6.31,
  "period_used_pct": 49.5,
  "n_antenna_cell": 0,
  "ir_drop_v": 0.000124,
  "cts_hold_buf": 0,
  "lay_top_count": "clkdlybuf4s50_1",
  "grt_max_degree": 51,
  "yosys-stat-cells": 330,
  "hp-class": "reg2reg",
  "chip_area_mm2": 0.0101,
  "place_area_mm2": 0.00365,
  "route.detailed.drc": 0,
  "vias": 2421,
  "clkSinkCount": 68,
  "grt_pass1_vias": 2124,
  "min_from": "pc0.pc_out[0]",
  "clk_latency_ns": 0.34,
  "aoi_share_pct": 14.3,
  "warnings": 27,
  "root_buffer": "clkbuf_8",
  "layout_top_cells": "77 x clkdlybuf4s50_1, 68 x dfxtp_1, 49 x nor2_1, 20 x conb_1, 19 x a21oi_1",
  "r2r-start": "pc0.pc_out[2]",
  "core_area_mm2": 0.00933,
  "critPathSlowestCell": "inv_2",
  "setup_viol": 0,
  "antenna_found_initial": 0,
  "final_cell_area_mm2": 0.00388,
  "start_kind": "input port",
  "drtIter0Drc": 132,
  "period_needed_ns": 2.82,
  "busiest_layer": "met1",
  "cts_tree": "built",
  "setup_slack_ns": 2.88,
  "crit_chain": "clkdlybuf4s50_1, inv_2, nor2_1, a311oi_1",
  "fp_util_pct": 31.3,
  "maxCapViolCount": 0,
  "max_slew_margin_pct": 44.9,
  "finalHoldViolCount": 0,
  "fin_util_pct": 41.6,
  "ys_sh_xor_pct": 3.59,
  "postCtsSetupBuffers": 0,
  "ys_sh_adder_pct": 1.28,
  "crit_path_max_incr_delay_ns": 0.78,
  "leakagePower_nw": 1.38,
  "ys_seq_share_pct": 46.6,
  "report.final.slew_viol_count": 0,
  "avgSynthCellArea_um2": 8.86,
  "overflow": 0,
  "grt_setup_unrepaired": "false",
  "critical_path.startpoint": "ex_mem_pc_src",
  "wl_per_cell_um": 11.9,
  "grt_first_pass_wirelength_um": 10100,
  "ys_warn_count": 4,
  "io_buffers": 78,
  "dieHeight_um": 101,
  "yosysChipArea_mm2": 0.00292,
  "required_ns": 5.94,
  "ctsResizeCount": 0,
  "die_w_um": 101,
  "dp_hpwl_um": 4240,
  "post-place-ws_ns": 2.59,
  "mux_share_pct": 1.80,
  "track_usage_pct": 12.6,
  "viasPerCell": 4.61,
  "simple_gate_area_share_pct": 21.3,
  "critPathArrivalTime_ns": 3.06,
  "clk_path_buf_depth": 2,
  "gp_congestion": 0.764,
  "row_count": 35,
  "nFillCells": 897,
  "gr-usage-met2_pct": 17.0
}
[per-layer routing]
| metal | vias to the layer above | share of wire [%] |
|---|---|---|
| li1 | 1244 | - |
| met3 | 10 | 8.3 |
| met2 | 99 | 40 |
| met4 | 0 | 1.5 |
| met1 | 1068 | 50 |
| met5 | - | 0 |
[cells by family (layout without fill, tap and decap cells)]
logic type	after synthesis	in the layout
AOI/OAI and AO/OA	65	65
xor gates and xnor gates	12	12
adders and majority gates	3	3
buffers and inverters	57	104
DFF	68	68
muxes	5	5
other	1	20
and+or+nand+nor	119	119
[critical path: cells and delay by family]
kind,cells,cell delay (ns)
AND-OR/OR-AND,1,0.29
AND/OR/NAND/NOR,1,0.11
buffers and inverters,2,1.51
[final timing paths]
| kind | endpoint | slack [ns] | cells past startpoint |
|---|---|---|---|
| min reg2reg | ifIdLatch0.pc_out[0] | 0.48 | 1 |
| min | ifIdLatch0.pc_out[0] | 0.48 | 1 |
| max | pc0.pc_out[21] | 2.88 | 4 |
| max reg2reg | pc0.pc_out[26] | 3.28 | 5 |
[synth_stat cells (all sizes together)]
| cell | count | share of area [%] |
|---|---|---|
| or3 | 9 | 1.9 |
| mux2 | 2 | 0.77 |
| or4b | 1 | 0.34 |
| a21oi | 19 | 3.3 |
| ha | 3 | 1.3 |
| nand3 | 8 | 1.4 |
| buf | 31 | 7.7 |
| conb | 1 | 0.13 |
| nand2 | 11 | 1.4 |
| a31oi | 4 | 0.86 |
| nand3b | 1 | 0.26 |
| o21bai | 4 | 1.0 |
| nor2 | 49 | 6.3 |
| nor3 | 9 | 1.5 |
| a311oi | 10 | 3.0 |
| nor3b | 2 | 0.51 |
| and4 | 3 | 0.90 |
| o21ai | 12 | 2.1 |
| nor2b | 5 | 1.1 |
| or3b | 1 | 0.30 |
| or2 | 1 | 0.21 |
| clkbuf | 17 | 2.2 |
| nor4 | 1 | 0.21 |
| or4 | 10 | 2.7 |
| xor2 | 4 | 1.2 |
| mux2i | 3 | 1.0 |
| o31ai | 4 | 1.0 |
| o41ai | 1 | 0.30 |
| nand4 | 8 | 2.2 |
| a211oi | 11 | 2.8 |
| xnor2 | 8 | 2.4 |
| dfxtp | 68 | 47 |
| inv | 9 | 1.2 |
[flip-flops by register name (all words and copies together) (netlist names)]
name,count
ifIdLatch0.pc_out,32
pc0.pc_out,32
ifIdLatch0.instr_out,4
[report_power, final]
part	switching, mW	internal, mW
clock	0.185	0.258
combinational	0.0414	0.0713
sequential	0.0234	0.505
total	0.250	0.835
[cell type report]
| cell class | count | area [um2] | share of cell area (%) |
|---|---|---|---|
| Sequential cell | 68 | 1360 | 35.1 |
| Inverter | 9 | 33.8 | 0.872 |
| Clock buffer | 10 | 138 | 3.55 |
| Clock inverter | 6 | 87.6 | 2.26 |
| Tap cell | 129 | 161 | 4.16 |
| Timing Repair Buffer | 79 | 783 | 20.2 |
| Multi-Input combinational cell | 224 | 1310 | 33.8 |
[stage by stage]
stage / hold WS (ns) / std cells
global route: 0.487 / 525
detailed placement: 0.467 / 509
CTS: 0.478 / 525
floorplan: 0.437 / 349
global placement: 0.465 / 509
finish: 0.475 / 525
